[design.v]
module alu(i_A,i_B,i_Control,o_Flag,o_Result);
input [32-1:0] i_A,i_B;
input [1:0]i_Control;  
output reg [32-1:0] o_Result;
output [3:0] o_Flag;
wire w_N,w_Z;
reg r_C=0;
reg r_V=0;
always@(*) begin
if(i_Control == 2'b00) begin
	o_Result <= i_A + i_B;
	r_V <= (i_A[32-1] == i_B[32-1]) && (i_A[32-1] == ~o_Result[32-1]);
end
else if(i_Control == 2'b01) begin
	o_Result <= i_A - i_B;
	r_V <= (i_A[32-1] == ~i_B[32-1]) && (i_A[32-1] == ~o_Result[32-1]);
end
else if(i_Control == 2'b10) o_Result <= i_B;
else o_Result <= i_A;  
end
assign w_N = o_Result[31];
assign w_Z = (o_Result == 32'b0) ? 1'b1 : 1'b0;
assign o_Flag = {w_N,w_Z,r_C,r_V};
endmodule
module condition_unit(i_CondE,i_FlagsE,i_ALUFlags,i_FlagWriteE,o_Flags,o_CondExE);
input i_FlagWriteE;
input [3:0] i_CondE,i_FlagsE,i_ALUFlags;
output reg [3:0] o_Flags;  
output reg o_CondExE;
wire w_N,w_Z,w_C,w_V;
assign {w_N,w_Z,w_C,w_V} = i_FlagsE;
always @(*) begin
o_CondExE <= 1'b1;
case(i_CondE)
	4'b0000: begin
		if(w_Z == 1'b1) o_CondExE <= 1'b1;
	     end
	4'b0001: begin
		if(w_Z == 1'b0) o_CondExE <= 1'b1;
	     end
	default: begin
		o_CondExE <= 1'b0;
	     end
endcase
end
always @(*) begin
	if(i_FlagWriteE) o_Flags <= i_ALUFlags;
	else o_Flags <= o_Flags;
end
endmodule
module exe_stage(clk,rst_n,
				i_PCSrc1E,i_RegWrite1E,i_MemtoReg1E,i_MemWrite1E,i_ALUControl1E,i_Branch1E,i_ALUSrc1E,i_FlagWrite1E,i_Cond1E,i_Flags1E,
				i_PCSrc2E,i_RegWrite2E,i_MemtoReg2E,i_MemWrite2E,i_ALUControl2E,i_Branch2E,i_ALUSrc2E,i_FlagWrite2E,i_Cond2E,i_Flags2E,
				i_RD1,i_RD2,i_ALUResult1M,i_Result1W,i_Forward1AE,i_Forward1BE,i_Extend_1,i_Rd1,
				i_RD3,i_RD4,i_ALUResult2M,i_Result2W,i_Forward2AE,i_Forward2BE,i_Extend_2,i_Rd2,
				o_PCSrc1,o_RegWrite1,o_MemtoReg1,o_MemWrite1,o_BranchTaken1E,
				o_PCSrc2,o_RegWrite2,o_MemtoReg2,o_MemWrite2,o_BranchTaken2E,
				o_ALUResult1E,o_WriteData1E,o_WA1E,o_Flags1,
				o_ALUResult2E,o_WriteData2E,o_WA2E,o_Flags2);
input clk,rst_n;
input i_PCSrc1E,i_RegWrite1E,i_MemtoReg1E,i_MemWrite1E,i_Branch1E,i_ALUSrc1E,i_FlagWrite1E,i_PCSrc2E,i_RegWrite2E,i_MemtoReg2E,i_MemWrite2E,i_Branch2E,i_ALUSrc2E,i_FlagWrite2E;
input [1:0]i_ALUControl1E,i_ALUControl2E;
input [3:0] i_Cond1E,i_Flags1E,i_Cond2E,i_Flags2E;
input [32-1:0] i_RD1,i_RD2,i_RD3,i_RD4,i_ALUResult1M,i_Result1W,i_Extend_1,i_ALUResult2M,i_Result2W,i_Extend_2;
input [1:0] i_Forward1AE,i_Forward1BE,i_Forward2AE,i_Forward2BE;
input [3:0] i_Rd1,i_Rd2;
output o_PCSrc1,o_RegWrite1,o_MemtoReg1,o_MemWrite1,o_BranchTaken1E,o_PCSrc2,o_RegWrite2,o_MemtoReg2,o_MemWrite2,o_BranchTaken2E;
output [32-1:0] o_ALUResult1E,o_WriteData1E,o_ALUResult2E,o_WriteData2E;
output [3:0] o_WA1E,o_WA2E;
output [3:0] o_Flags1,o_Flags2;
wire [32-1:0] SrcA1E,SrcB1E,SrcA2E,SrcB2E;
wire [3:0] w_ALUFlags1,w_ALUFlags2;
wire w_CondExE1,w_CondExE1;
assign SrcA1E = (i_Forward1AE == 2'b00) ? i_RD1 :
		(i_Forward1AE == 2'b01) ? i_Result1W :
		(i_Forward1AE == 2'b10) ? i_ALUResult1M : i_RD1;
assign o_WriteData1E = (i_Forward1BE == 2'b00) ? i_RD2 :
		(i_Forward1BE == 2'b01) ? i_Result1W :
		(i_Forward1BE == 2'b10) ? i_ALUResult1M : i_RD1;
assign SrcB1E = i_ALUSrc1E ? i_Extend_1 : o_WriteData1E;
assign o_WA1E = i_Rd1;
assign SrcA2E = (i_Forward2AE == 2'b00) ? i_RD3 :
		(i_Forward2AE == 2'b01) ? i_Result2W :
		(i_Forward2AE == 2'b10) ? i_ALUResult2M : i_RD3;
assign o_WriteData2E = (i_Forward2BE == 2'b00) ? i_RD4 :
		(i_Forward2BE == 2'b01) ? i_Result2W :
		(i_Forward2BE == 2'b10) ? i_ALUResult2M : i_RD3;
assign SrcB2E = i_ALUSrc2E ? i_Extend_2 : o_WriteData2E;
assign o_WA2E = i_Rd2;
alu alu1(.i_A(SrcA1E), .i_B(SrcB1E), .i_Control(i_ALUControl1E),
	 .o_Result(o_ALUResul1E), .o_Flag(w_ALUFlags1));
alu alu2(.i_A(SrcA2E), .i_B(SrcB2E), .i_Control(i_ALUControl2E),
	 .o_Result(o_ALUResul2E), .o_Flag(w_ALUFlags2));
condition_unit Condition_unit1(.i_CondE(i_Cond1E), .i_FlagsE(i_Flags1E),
				 .i_ALUFlags(w_ALUFlags1),.i_FlagWriteE(i_FlagWrite1E),
				 .o_Flags(o_Flags1),.o_CondExE(w_CondExE1));
condition_unit Condition_unit2(.i_CondE(i_Cond2E), .i_FlagsE(i_Flags2E),
				 .i_ALUFlags(w_ALUFlags2),.i_FlagWriteE(i_FlagWrite2E),
				 .o_Flags(o_Flags2),.o_CondExE(w_CondExE2));
assign o_MemtoReg1 = i_MemtoReg1E;
assign o_MemtoReg2 = i_MemtoReg2E;
assign o_PCSrc1 = (i_PCSrc1E && w_CondExE1);
assign o_RegWrite1 = (i_RegWrite1E && w_CondExE1);
assign o_MemWrite1 = (i_MemWrite1E && w_CondExE1);
assign o_BranchTaken1E = (i_Branch1E && w_CondExE1);
assign o_PCSrc2 = (i_PCSrc2E && w_CondExE2);
assign o_RegWrite2 = (i_RegWrite2E && w_CondExE2);
assign o_MemWrite2 = (i_MemWrite2E && w_CondExE2);
assign o_BranchTaken2E = (i_Branch2E && w_CondExE2);
endmodule
[run.sh]
#!/bin/bash
# OpenROAD 26Q1-2900-gdf79404cd8, Yosys 0.63+post, stock flow scripts
make -C /OpenROAD-flow-scripts/flow DESIGN_CONFIG=/design/flow/config.mk WORK_HOME=/design/flow/orfs finish
[config.mk]
export PLATFORM = sky130hd
export DESIGN_NAME = exe_stage
export DESIGN_NICKNAME = exe_stage
export VERILOG_FILES = /design/flow/design.v
export SDC_FILE = /design/flow/constraint.sdc
export NUM_CORES = 4
export LEC_CHECK = 1
export CORE_AREA = 10 10 296 296
export DIE_AREA = 0 0 306 306
[constraint.sdc]
current_design exe_stage

set clk_period 4.4
set clk_io_pct 0.2

create_clock -name clk0 -period $clk_period

set non_clock_inputs [all_inputs -no_clocks]
set_input_delay [expr $clk_period * $clk_io_pct] -clock clk0 $non_clock_inputs
set_output_delay [expr $clk_period * $clk_io_pct] -clock clk0 [all_outputs]
==> results_dict.tcl <==
# metrics dict for downstream scripts
set metrics [dict create \
    p_leak_uw 0.00672 \
    synthCells 1753 \
    die-height_um 306 \
    layout-drive-gt1-share_pct 6.30 \
    grt_usage_pct 11.6 \
    min_period_ns 3.59 \
    setup_tns_ns 0 \
    antenna_found_initial 3 \
    core_sq_um 80800 \
    io_pins 526 \
    unconstrained_endpoints 14 \
    cp_data_required_time_ns 3.52 \
    clockPowerShare_pct 0 \
    total_power_uw 3240 \
    vdd_ir_drop_max_uv 73.8 \
    place_congestion 0.959 \
    yosysWarnings 71 \
    pwr-share-comb_pct 99.6 \
    post_cts_buffers 0 \
    yosys-stat-cells 1753 \
    place_ws_ns 0.791 \
    intPower_uw 1440 \
    worst_setup_path_end_kind "primary output" \
    power.density_nw_per_um2 185 \
    postRouteAntennaNets 0 \
    ys_ff 8 \
    cts_resized 0 \
    hold_class "in2out" \
    unclocked_regs 8 \
    hold_violations 0 \
    grt_pass1_vias 14300 \
    drv_slew 0 \
    setup_viol 0 \
    drt_first_pass_iters 5 \
    holdBufCountCts 0 \
    ys_area_sq_um 12600 \
    drtIter0Drc 975 \
    grt_first_pass_wirelength_um 85800 \
    critPathKind "in2out" \
    ff_type "dlxtp_1" \
    max_slew.worst_pin.slew_ns 0.854 \
    rows 104 \
    grt_overflow_total 0 \
    drv_cap 0 \
    p_sw_uw 1790 \
    hpwl_um 49000 \
    drc 0 \
    crit_fanout 7 \
    routed_wl_um 56900 \
    fmax_mhz 279 \
    arrival_ns 2.71 \
    die-area_sq_um 93600 \
    syn_area_per_cell_sq_um 7.18 \
    yosysUniqueCellTypes 90 \
    setup_slack_ns 0.812 \
    fp_util_pct 15.6 \
    wl_per_cell_um 18.1 \
    openroad.warnings 106 \
    seqPwrFrac_pct 0.4 \
    fillers 9021 \
    netlist_area_sq_um 12600 \
    relSlewSlack_pct 43.1 \
    rsz0062_at_grt "false" \
    status "completed" \
    portBuffers 428 \
    critPathLaunchType "input port" \
    synth-edff-count 0 \
    finalCritPeriodShare_pct 81.5 \
    via_count 14500 \
    grt_max_degree 74 \
    diodes 0 \
    worst_hold_slack_ns 1.76 \
    viasPerCell 4.61 \
    synthArstFlopShare_pct 0 \
    switching_share_pct 55.4 \
    area_growth_pct 39.4 \
    die_width_um 306 \
]
kinds of logic after synthesis:
logic type,after synthesis,share of synthesized area [%]
adder cells (fa/ha/maj),128,13.0
other,1,0.0298
AND/OR/NAND/NOR,568,22.9
latches,8,0.955
buffers and inverters,306,11.8
AND-OR/OR-AND,497,26.0
XOR/XNOR,71,4.94
multiplexers,174,20.4
power by group through the flow:
stage	logic [uW]	clock network [uW]	registers, uW
CTS	3210	0	12.3
finish	3230	0	12.3
global route	3540	0	13.1
registers in the layout (all words and copies together), names as in the netlist:
| register | count |
|---|---|
| alu1.r_V | 1 |
| Condition_unit1.o_Flags | 3 |
| alu2.r_V | 1 |
| Condition_unit2.o_Flags | 3 |
metrics by stage:
step                cell area [sq um]  std cells  util [%]
finish                          17500       3139      21.7
floorplan                       12800       1818         -
global placement                17500       3139      21.7
detailed placement              17500       3139      21.7
global route                    17500       3139      21.7
CTS                             17500       3139      21.7
synth_stat cells, types with 7 or more instances:
| library cell | count | share of area (%) |
|---|---|---|
| a31oi_1 | 16 | 0.80 |
| or4_1 | 9 | 0.54 |
| o21ai_0 | 70 | 2.8 |
| a21oi_1 | 147 | 5.8 |
| a2111oi_0 | 7 | 0.49 |
| nand2_1 | 86 | 2.6 |
| nor2b_1 | 54 | 2.7 |
| buf_1 | 15 | 0.45 |
| xnor2_1 | 58 | 4.0 |
| inv_1 | 117 | 3.5 |
| mux4_2 | 64 | 11 |
| o22ai_1 | 35 | 1.7 |
| o2111ai_1 | 7 | 0.49 |
| or3_1 | 11 | 0.55 |
| ha_1 | 124 | 12 |
| o21a_1 | 9 | 0.54 |
| nor4_1 | 35 | 1.7 |
| o211ai_1 | 18 | 1.1 |
| clkbuf_1 | 74 | 2.2 |
| a211oi_1 | 43 | 2.6 |
| o221ai_1 | 7 | 0.49 |
| nor2_1 | 173 | 5.2 |
| nor3_1 | 45 | 1.8 |
| nand2b_1 | 28 | 1.4 |
| a221o_1 | 7 | 0.56 |
| nand4_1 | 29 | 1.4 |
| mux2_2 | 13 | 1.2 |
| a221oi_1 | 7 | 0.49 |
| nor3b_1 | 8 | 0.48 |
| nand3_1 | 35 | 1.4 |
| mux2i_1 | 96 | 7.6 |
| buf_4 | 77 | 4.6 |
| a21o_1 | 17 | 1.0 |
| xor2_1 | 13 | 0.91 |
| and2_1 | 20 | 0.99 |
| and3_1 | 10 | 0.50 |
| o31ai_1 | 15 | 0.90 |
| o21bai_1 | 16 | 0.95 |
| buf_2 | 13 | 0.52 |
| o21ai_1 | 12 | 0.48 |
metal layers:
metal  routed length, um  GRT usage (%)
met4                1840           3.14
met2               27700           20.1
met3                3970           2.31
met5                  27              0
met1               23400           14.4
worst max-delay path: stages:
cell             delay [ns]
clkdlybuf4s50_1        0.74
buf_4                  0.22
mux4_2                 0.39
clkdlybuf4s50_1        0.47
worst paths after layout:
kind	cells after the start	slack (ns)	start	to
max	4	0.81	i_Forward1BE[1]	o_WriteData1E[22]
min	0	1.76	i_MemtoReg2E	o_MemtoReg2
final cells by class:
type	instances	area, sq um	share of cell area, %
multi-input combinational	1504	11200	64.0
timing repair buffer	444	4410	25.1
tap	1060	1330	7.56
inverter	123	462	2.63
sequential	8	120	0.685
cells in the final DEF (no fill, tap or decap), types with 12 or more instances in the layout:
cell and count:
clkdlybuf4s50_1 421, nor2_1 173, a21oi_1 147, ha_1 124, inv_1 117, mux2i_1 96
nand2_1 86, o21ai_0 70, conb_1 66, mux4_2 64, xnor2_1 58, nor2b_1 54
nor3_1 45, a211oi_1 43, o22ai_1 35, nand3_1 35, nor4_1 35, nand4_1 29
nand2b_1 28, and2_1 20, o211ai_1 18, a21o_1 17, o21bai_1 16, a31oi_1 16
o31ai_1 15, buf_4 14, mux2_2 13, xor2_1 13, o21ai_1 12
Power figures rest on the tool's default switching activity, not on a simulated workload.
